==> flow/design.v <==
module ID_EX(clock, rsout, rtout, rdout, addout, immgenout, rs, rt, rd, add ,immgen);
    input clock;
    input [31:0] rsout;
    input [31:0] rtout;
    input [5:0] rdout;
    input [31:0] addout;
    input [31:0] immgenout;
    output reg [31:0] rs;
    output reg [31:0] rt;
    output reg [5:0] rd;
    output reg [31:0] add;
    output reg [31:0] immgen;
    always@(posedge clock)begin
        rs = rsout;
        rt = rtout;
        rd = rdout;
        add = addout;
        immgen = immgenout;
    end
endmodule
==> flow/run.sh <==
#!/bin/bash
# OpenROAD 26Q1-2900-gdf79404cd8, Yosys 0.63+post, stock flow scripts
make -C /OpenROAD-flow-scripts/flow DESIGN_CONFIG=/design/flow/config.mk WORK_HOME=/design/flow/orfs finish
==> flow/config.mk <==
export PLATFORM = sky130hd
export DESIGN_NAME = ID_EX
export DESIGN_NICKNAME = ID_EX
export VERILOG_FILES = /design/flow/design.v
export SDC_FILE = /design/flow/constraint.sdc
export NUM_CORES = 4
export LEC_CHECK = 1
export CORE_AREA = 10 10 174 174
export DIE_AREA = 0 0 184 184
==> flow/constraint.sdc <==
current_design ID_EX

set clk_period 1.0
set clk_io_pct 0.2

create_clock -name clk0 -period $clk_period [get_ports {clock}]

set non_clock_inputs [all_inputs -no_clocks]
set_input_delay [expr $clk_period * $clk_io_pct] -clock clk0 $non_clock_inputs
set_output_delay [expr $clk_period * $clk_io_pct] -clock clk0 [all_outputs]
==> results_tabular.tex <==
% Synthesis and place-and-route results
\begin{tabular}{lr}
\hline
Metric & Value \\
\hline
\multicolumn{2}{l}{\textbf{Clock tree}} \\
H-tree levels & 4 \\
Clock transition at the register clock pins on the worst setup and hold paths after CTS & about 0.06 ns \\
Cts bufs inserted & 17 \\
Max clock buf depth & 2 \\
TritonCTS clock tree & done \\
Clk sink count & about 130 \\
Clock tree root buffer cell & sky130\_fd\_sc\_hd\_\_clkbuf\_16 \\
Setup repair bufs after CTS & 0 \\
\multicolumn{2}{l}{\textbf{Yosys}} \\
Cell variety after synth & 1 \\
Count of instantiated cells in the yosys netlist & approximately 130 \\
Tally of yosys warning messages & 1 \\
Synthesis-stage register bit count & between 100 and 150 \\
Biggest area consumer among synthesized cells & sky130\_fd\_sc\_hd\_\_dfxtp\_1 \\
Combined area of all synthesized cells & 2683 sq um \\
Post-synthesis sequential area ratio & 1.000 \\
Count of mapped cells out of synthesis & roughly 130 \\
Top cells by area, synth & sky130\_fd\_sc\_hd\_\_dfxtp\_1 100\% \\
Post-Synthesis Mean Instance Area & about 20 sq um \\
Share of the synthesized area in the top cell type & 1.000 \\
Area of the synthesized netlist per yosys stat & about 2700 sq um \\
\multicolumn{2}{l}{\textbf{Floorplanning}} \\
Horizontal die dimension & 184 um \\
Top-Level Pins & around 270 \\
Starting utilization of the core area & 0.1021 \\
Die height & 184 um \\
Die footprint & 33860 sq um \\
Area of the core region & 26280 sq um \\
Cell Rows & just under 60 \\
\multicolumn{2}{l}{\textbf{Critical path}} \\
Top delay family on crit path & flip-flops \\
Largest stage delay on the critical path & around 0.33 ns \\
Endpoint kind of the worst setup timing path & output pin \\
Number of stages on the worst setup path & 1 \\
Worst path arrival time & about 0.85 ns \\
Required time at the worst-slack endpoint & approximately 0.80 ns \\
Kind of start point of the critical path & flip-flop \\
Critical path buffers and inverters & 1 \\
Chain of cells forming the critical path & buf\_6 \\
Worst setup path category & flip-flop to output pin \\
Critical-path maximum fanout & 1 \\
Worst-path cell with the longest stage delay & sky130\_fd\_sc\_hd\_\_dfxtp\_2 \\
\multicolumn{2}{l}{\textbf{GRT}} \\
Maximum number of pins on one net before global-route repair & 17 \\
Global-route wire length before repair & roughly 15000 um \\
Initial antenna violation count & 0 \\
Global route total overflow & 0 \\
Global router's overall resource usage & 0.05756 \\
Via count of the first global-routing pass & 2216 \\
\multicolumn{2}{l}{\textbf{Finish}} \\
Post-route standard cell area excluding fillers & 5849 sq um \\
Commonest non-fill, non-tap cell in the layout & sky130\_fd\_sc\_hd\_\_clkdlybuf4s50\_1 \\
Syn-to-layout area delta & 118.1\% \\
Comb gate area & 0 sq um \\
Top library cells by usage in the layout, fill and taps aside & 134 x sky130\_fd\_sc\_hd\_\_clkdlybuf4s50\_1, 123 x sky130\_fd\_sc\_hd\_\_buf\_2, 111 x sky130\_fd\_sc\_hd\_\_dfxtp\_1 \\
Fraction of layout cells with a size suffix above 1 & 0.4309 \\
Multi-input gates & 0 \\
\multicolumn{2}{l}{\textbf{Timing}} \\
Relative slew slack & 0.8810 \\
Min Hold Slack & about 0.22 ns \\
Setup WS post-layout & -0.04606 ns \\
Final cycle utilization of the critical path & 1.046 \\
Finish-stage setup viols & 87 \\
Sum of negative setup slack & -0.9430 ns \\
Setup repair after global routing missed its margin & true \\
Final hold violation count & 0 \\
Final min period & between 1 and 1.5 ns \\
Pin slew with the least headroom to its limit & roughly 0.18 ns \\
Number of pins with negative max-slew slack in the final report & 0 \\
Fmax achieved & approximately 960 MHz \\
\multicolumn{2}{l}{\textbf{Detailed routing}} \\
First-pass DRT Iterations & 2 \\
Detailed Route Iter0 Violations & 16 \\
Residual antenna-violating net count after detailed routing & 0 \\
DRC Markers & 0 \\
DRT Wirelength & between 10000 and 15000 um \\
Avg WL per Cell & between 10 and 15 um \\
Vias per inst & 2.619 \\
Ant diodes & 0 \\
Via count & approximately 2000 \\
\multicolumn{2}{l}{\textbf{Place}} \\
Port-buffer cells & roughly 270 \\
Weighted congestion at the end of routability-driven global placement & a little over 0.7 \\
Worst Setup Slack post-DPL & -0.04740 ns \\
Detailed placement HPWL & 8342 um \\
Area post-placement & 5784 sq um \\
\multicolumn{2}{l}{\textbf{Run status}} \\
Violated checks & negative setup slack \\
Run status & finished, violations left \\
\multicolumn{2}{l}{\textbf{Power and ir drop}} \\
Maximum VDD drop & roughly 0.8 mV \\
LEAKAGE & around 2.5 nW \\
Total Power Consumption & 13.28 mW \\
Ratio of total power to cell area & between 2000 and 2500 nW/um\^{}2 \\
\multicolumn{2}{l}{\textbf{Flow run}} \\
Number of maximum-capacitance violations & 0 \\
OpenROAD warning count & 27 \\
\multicolumn{2}{l}{\textbf{Hold path}} \\
Hold worst-path end & add[22] \\
Start point of the worst min-delay path & addout[22] \\
Hold Crit Depth & 1 \\
Class of the tightest hold or removal check & input port to flip-flop \\
\hline
\end{tabular}
-- cells in the mapped netlist (all sizes together) --
cell and count:
dfxtp 134
-- flip-flops by register name, indices dropped and copies added (netlist names) --
register	cells
add	32
immgen	32
rs	32
rt	32
rd	6
-- how the worst max path moves through the flow --
stage | start | endpoint | slack, ns
CTS | immgen[6] | immgen[6] | -0.09
finish | immgen[6] | immgen[6] | -0.05
global route | immgen[6] | immgen[6] | -0.1
-- per-stage QoR --
step	cells	util
CTS	769	0.2204
floorplan	134	-
detailed placement	737	0.2201
global placement	737	0.2201
finish	769	0.2226
global route	769	0.2226
-- logic make-up after synthesis --
family | Yosys count | synth area share
DFF | 134 | 1.000
-- layout make-up --
class	instances	area, sq um
Clock inverter	13	205.2
Timing Repair Buffer	268	2081
Sequential cell	134	2711
Fill cell	2797	20430
Tap cell	335	419.2
Clock buffer	19	432.9
-- power breakdown --
group / internal (mW) / switching, mW / total [mW]
Sequential: 5.64 / 0.0608 / 5.70
Combinational: 0.649 / 0.131 / 0.780
Clock: 4.42 / 2.38 / 6.80
-- layer usage --
metal  share of wire  track usage
met5               0            0
met4           0.015      0.01016
met3            0.16      0.04160
met2            0.48      0.09364
met1            0.35      0.05970
-- what timing repair did --
item	CTS	global route
resized	447	18
hold buffers	0	0
setup endpoints to repair	134	134
Power is estimated from default activity; no workload was simulated.
