### /design/flow/run.sh
#!/bin/bash
# OpenROAD 26Q1-2900-gdf79404cd8, Yosys 0.63+post, stock flow scripts
make -C /OpenROAD-flow-scripts/flow DESIGN_CONFIG=/design/flow/config.mk WORK_HOME=/design/flow/orfs finish
### /design/flow/config.mk
export PLATFORM = sky130hd
export DESIGN_NAME = EX_MEM
export DESIGN_NICKNAME = EX_MEM
export VERILOG_FILES = /design/flow/design.v
export SDC_FILE = /design/flow/constraint.sdc
export NUM_CORES = 4
export LEC_CHECK = 1
export CORE_AREA = 10 10 149 149
export DIE_AREA = 0 0 159 159
### /design/flow/constraint.sdc
current_design EX_MEM

set clk_period 1.0
set clk_io_pct 0.2

create_clock -name clk0 -period $clk_period [get_ports {clock}]

set non_clock_inputs [all_inputs -no_clocks]
set_input_delay [expr $clk_period * $clk_io_pct] -clock clk0 $non_clock_inputs
set_output_delay [expr $clk_period * $clk_io_pct] -clock clk0 [all_outputs]
### /design/flow/design.v
module EX_MEM(clock, sum, zero, alu, idex, sum_out, zero_out, alu_out, idex_out);
    input [31:0] sum;
    input [31:0] zero;
    input [31:0] alu;
    input [31:0] idex;
    input clock;
    output reg [31:0] sum_out;
    output reg [31:0] zero_out;
    output reg [31:0] alu_out;
    output reg [31:0] idex_out;
    always@(posedge clock)begin
        sum_out = sum;
        zero_out = zero;
        alu_out = alu;
        idex_out = idex;
    end
endmodule
==> ci_impl_report.md <==
### Flow metrics

| Metric | Value |
|---|---|
| Status | `finished, violations left` |
| Failing checks | `setup timing` |
| Async set-reset flop share out of synthesis | `0%` |
| Pin count of the biggest net entering global routing | `17` |
| Sequential power share | `a little under half` |
| Logic area | `0 sq um` |
| Fill cells | `~1,900` |
| Postcts setup bufs | `0` |
| Total GRT Usage | `between 7 and 8%` |
| Cell taking the most area after synthesis | `dfxtp_1` |
| Hold Buf Count CTS | `0` |
| Root buf cell | `clkbuf_16` |
| H-tree Lvls | `4` |
| Yosys Instances | `between 100 and 150` |
| Max-area cell share | `approximately 100%` |
| Min-delay worst type | `in2reg` |
| Worst path arrival time | `between 800 and 900 ps` |
| Least-Margin Pin Slew | `180.5 ps` |
| WL final | `between 9 and 10 mm` |
| Net Sw Frac | `about a fifth` |
| Pins Over Slew Limit | `0` |
| Post-synth EDFFs | `0` |
| CTS buffer count | `17` |
| Hold Fails Final Rpt | `0` |
| Worst slew margin | `between 80% and 90%` |
| Drc violations | `0` |
| Yosys warnings | `1` |
| Placed cells | `approximately 640` |
| Max Buffers Root-to-Sink | `2` |
| Worst VDD drop | `around 1.5 mV` |
| Row Count | `approximately 50` |
| FF+latch area | `~2600 sq um` |
| Routability congestion estimate | `0.7317` |
| Most common reg cell | `dfxtp_1` |
| PortBufs | `between 200 and 300` |
| Crit path largest cell delay | `310 ps` |
| Final worst slack | `-32.78 ps` |
| Final Critical Period | `approximately 1000 ps` |
| DR vias | `approximately 1,900` |
| Drt pass-1 iters | `3` |
| WS Path Type | `reg2out` |
| Netlist cell types | `1` |
| CTS sink count | `128` |
| Pwr dens | `about 2200 nW/um^2` |
| Post-Layout Cell Count | `675` |
| Critical path peak fanout | `1` |
| Core area | `roughly 19,000 sq um` |
| Reg clk slew, reported paths | `60 ps` |
| Wire length per cell | `about 15 um` |
| Setup TNS | `-464.8 ps` |
| Pint | `roughly 9.7 mW` |
| Required @ worst endpoint | `800 ps` |
| Layout cells sized above 1 | `42.27%` |
| Max-Cap Viols | `0` |
| Hpwl dp | `8.170 mm` |
| Slowest cell on the critical path | `dfxtp_2` |
| Initial antenna violation count | `1` |
| Die area | `around 25,000 sq um` |
| Via/cell ratio | `~2.9` |
| Top cells by area | `dfxtp_1 100%` |
| Synth Cell Area | `2562 sq um` |
| Power Total | `about 12 mW` |
| Starting DRC count in detailed routing | `about 54` |
| Static Leak | `around 2.4 nW` |
| ANT nets after route | `0` |
| Area growth syn-to-layout | `110.8%` |
| Total grt overflow | `0` |
| Logic pwr share | `6.2%` |
| Yosys stat area | `2562 sq um` |
| RSZ-0062 raised after global routing | `true` |
| Crit. End Element | `output port` |
| Critical path launch point type | `flip-flop` |
| Clock power frac | `~48%` |
| Die height | `~160 um` |
| Seq share, synth | `~100%` |
| Log Warnings | `27` |
| Die W | `between 150 and 200 um` |
| Delay-heaviest family, CP | `flip-flops` |
| Synth Instances | `between 100 and 150` |
| First-pass GRT wire length | `around 15 mm` |
| Avg Cell Area, Syn | `~20 sq um` |
| Worst path cell trace | `buf_2` |
| Yosys top cell by instances | `dfxtp_1` |
| Post-synthesis register bit count | `approximately 130` |
| TritonCTS clock tree | `yes` |
| Net switching power | `around 2.2 mW` |
| F_max | `~0.97 GHz` |
| Tcrit/Tclk final | `103.3%` |
| Comb_multi_in | `0` |
| Init Core Util | `a little over an eighth` |
| Crit path buffers/inverters | `1` |
| Top cells by count, synth | `128 x dfxtp_1` |
| # IOs | `approximately 260` |
| Vias in the first global route | `2,192` |
| Setup Viol. Count Final | `62` |
==> final timing paths <==
kind	startpoint	end	slack, ps	cells past startpoint
max	idex_out[8]$_DFF_P_	idex_out[8]	-30	1
min	zero[31]	zero_out[31]$_DFF_P_	230	1
==> placed cells by master, fill, tap and decap left out, drive strengths merged <==
cell type,instances
clkinv,6
clkbuf,22
buf,128
bufinv,2
clkdlybuf4s50,128
dfxtp,128
diode,1
==> registers in the layout, summed over array words and instances, names as in the netlist <==
signal	cells
sum_out	32
zero_out	32
alu_out	32
idex_out	32
==> metrics by stage <==
step / hold WS, ps / instance area, sq um / utilization [%] / worst slack (ps)
floorplan: 227.7 / 2562 / - / 538.5
global route: 198.4 / 5399 / 28.67 / -71.71
global placement: 649.3 / 5450 / 28.94 / -10.29
detailed placement: 651.7 / 5450 / 28.94 / -14.03
CTS: 205.3 / 5368 / 28.51 / -64.68
finish: 226.4 / 5401 / 28.68 / -32.78
==> final cells by class <==
type / count / share of cell area (%)
Sequential cell: 128 / 47.93
Timing Repair Buffer: 256 / 35.93
Clock buffer: 22 / 8.409
Tap cell: 260 / 6.023
Clock inverter: 8 / 1.668
Antenna cell: 1 / 0.04633
==> cells by family (layout without fill, tap and decap cells) <==
kind of cell / after synthesis / after routing / synth area share (%)
other cells: 0 / 1 / 0
buf+inv: 0 / 286 / 0
flops: 128 / 128 / 100.0
==> metal layers <==
layer / wire length, um / GRT usage [%]
met1: 3536 / 7.795
met2: 4850 / 12.87
met5: 0 / 0
met4: 168 / 1.137
met3: 1352 / 5.403
==> timing repair <==
item	in CTS	in global routing
cloned	0	0
setup endpoints to repair	128	128
resized	418	13
pin swaps	0	0
hold endpoints to repair	0	0
==> power groups by stage <==
| stage | clock network (mW) | registers, mW | logic (mW) |
|---|---|---|---|
| after CTS | 5.94 | 5.44 | 0.757 |
| after global routing | 6.14 | 5.47 | 0.803 |
| final | 5.72 | 5.44 | 0.736 |
No activity file was given, so power comes from the tool's default toggle rates.
