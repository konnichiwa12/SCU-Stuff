<file path="flow/run.sh">
#!/bin/bash
# OpenROAD 26Q1-2900-gdf79404cd8, Yosys 0.63+post, stock flow scripts
make -C /OpenROAD-flow-scripts/flow DESIGN_CONFIG=/design/flow/config.mk WORK_HOME=/design/flow/orfs finish
</file>
<file path="flow/config.mk">
export PLATFORM = sky130hd
export DESIGN_NAME = IF_ID
export DESIGN_NICKNAME = IF_ID
export VERILOG_FILES = /design/flow/design.v
export SDC_FILE = /design/flow/constraint.sdc
export NUM_CORES = 4
export LEC_CHECK = 1
export CORE_UTILIZATION = 30
</file>
<file path="flow/design.v">
module IF_ID(clock, pc_in, pc_out, instruction_in, instruction_out);
    input clock;
    input [31:0] pc_in;
    input [31:0] instruction_in;
    output reg [31:0] pc_out;
    output reg [31:0] instruction_out;
    always@(posedge clock) begin
        pc_out = pc_in;
        instruction_out = instruction_in;
    end
endmodule
</file>
<file path="flow/constraint.sdc">
current_design IF_ID

set clk_period 1.0
set clk_io_pct 0.2

create_clock -name clk0 -period $clk_period [get_ports {clock}]

set non_clock_inputs [all_inputs -no_clocks]
set_input_delay [expr $clk_period * $clk_io_pct] -clock clk0 $non_clock_inputs
set_output_delay [expr $clk_period * $clk_io_pct] -clock clk0 [all_outputs]
</file>
==> results.cfg <==
; synthesis and place-and-route metrics
[worst_setup_path]
crit_chain = buf_2
path_max_fanout = 1
cpPeakStageDelay_ns = 0.31
crit_buf_inv = 1
critical_path_arrival_ns = 0.74
slowest_stage = dfxtp_2
endpoint_kind = output port
cp.required_ns = 0.80
crit_path_start_kind = register
path_class = reg2out
path_delay_family = flip-flops
path_depth = 1

[sta]
slew_violations = 0
holdWs_ns = 0.315
max_freq_mhz = 1060
rsz0062_at_grt = false
hold_viol = 0
worst_slew_pin_slew_ns = 0.100
setup_violations = 0
min_period_ns = 0.939
period_used_share = 0.939
max-slew-margin-rel = 0.933
setup-tns-final_ns = 0

[run]
max_cap_viol_count = 0
warning_count = 26

[synthesis]
synth.avg_cell_area_um2 = 20.0
top_cells_by_area = dfxtp_1
mux_share = 0
syn_inst = 64
top_area_frac = 1.00
ys_sh_xor = 0
ys_sh_adder = 0
syn_area_um2 = 1280
ys_area_um2 = 1280
synth_flops = 64
yosys.area_share.aoi = 0
ys_cells = 64
ys_warn_count = 1
yosysSeqAreaShare = 1.00
simple_gate_area_frac = 0
yosysUniqueCellTypes = 1
top_area_cell = dfxtp_1

[floorplanning]
die-area_um2 = 4540
std_cell_rows = 23
die_h_um = 67.4
fp_util = 0.316
ios = 129
core_area_um2 = 4060
die_w_um = 67.4

[cells_and_area]
logic_area_um2 = 0
logic_gates = 0
areaGrowthSynthToFinish_pct = 96.3
final_util = 0.620
layout-drive-gt1-share = 0.413
fin_cells = 258
lay_top_cells = clkdlybuf4s50_1, buf_2, dfxtp_1
fillers = 330
lay_top_count = clkdlybuf4s50_1

[detailed_routing]
viasPerCell = 3.72
vias = 960
totalWireLength_um = 3050
antenna_left = 0
drtIter0Drc = 25
first_pass_iters = 2
drc = 0
antennaDiodeCount = 0
wire_per_inst_um = 11.8

[clocking]
cts_tree = done
cts_buffer_depth = 2
cts_buffers = 9
htree_levels = 3
path_clk_slew_ns = 0.07
cts_sinks = 64
ctsRootBufferMaster = clkbuf_8

[outcome]
status = completed

[placed_design]
dp_hpwl_um = 2310
dp_cells = 242
portBuffers = 128
gp_congestion = 0.709

[power]
peakVddDrop_v = 0.00130
p_leak_uw = 0.00115
power.density_nw_per_um2 = 2040

[min_path]
min_path_cells = 1
hp-class = in2reg

[grt]
grt_pass1_wl_um = 4140
grt_max_degree = 11
grt-ovfl-total = 0
antenna_found_initial = 0
grt.total_usage = 0.131
grt_pass1_vias = 845
==> cell usage after synthesis <==
master,n
dfxtp_1,64
==> routing by layer <==
metal | track usage | wire length (um)
met1 | 0.164 | 1070
met2 | 0.196 | 1470
met3 | 0.0702 | 446
met4 | 0.0479 | 69
met5 | 0 | 0
==> where the power goes <==
group | leakage, uW | total, uW | switching, uW | internal [uW]
registers | 0.000540 | 2720 | 27.8 | 2690
clock network | 0.000108 | 2080 | 849 | 1230
logic | 0.000503 | 342 | 45.9 | 296
==> repair_timing <==
item	4_1_cts	5_1_grt
buffers inserted	0	0
endpoints found under the setup margin	64	3
resized	194	4
hold buffers	0	0
pin swaps	0	0
==> metrics by stage <==
| stage | worst slack [ns] | cell area, um2 | power, uW |
|---|---|---|---|
| after floorplan | 0.538 | 1280 | 2740 |
| after CTS | 0.00165 | 2520 | 5220 |
| final | 0.0606 | 2510 | 5140 |
| after detailed placement | 0.0332 | 2630 | 3250 |
| after global routing | 0.00424 | 2510 | 5390 |
| after global placement | 0.0322 | 2630 | 3240 |
==> logic make-up after synthesis <==
family / Yosys count
flops: 64
==> registers in the layout, indices dropped and copies added, names as in the netlist <==
signal           count
pc_out              32
instruction_out     32
==> area by class of cell <==
type,count,area [um2],share of cell area
clock inverter,2,10.0,0.00398
clock buffer,14,193,0.0766
timing repair buffer,128,961,0.382
tap,50,62.6,0.0249
sequential,64,1290,0.512
==> final timing paths <==
check  startpoint    endpoint
max    pc_out[26]  pc_out[26]
min     pc_in[30]  pc_out[30]
No activity file was given, so power comes from the tool's default toggle rates.
